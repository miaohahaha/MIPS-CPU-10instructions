`/design/flow/design.v`:
```
`timescale 1ns / 1ps
module Wall_IFID(clk,reset,npc,instr,IFID_en,IFID_rd,IFID_rs,IFID_rt,IFID_imm,IFID_pc4,IFID_instr,PC,IFID_WPC
    );
	 input clk;
	 input reset;
	 input [31:0] npc;
	 input [31:0] instr;
	 input IFID_en;
	 input [31:0] PC;
	 output reg [4:0] IFID_rd;
	 output reg [4:0] IFID_rs;
	 output reg [4:0] IFID_rt;
	 output reg [15:0] IFID_imm;
	 output reg [31:0] IFID_pc4;
	 output reg [31:0] IFID_instr;
	 output reg [31:0] IFID_WPC;
	 always @(posedge clk)begin
	   if(reset)begin
	     IFID_rd=0;
		  IFID_rs=0;
		  IFID_rt=0;
		  IFID_imm=0;
		  IFID_pc4=0;
		  IFID_instr=0;
		  IFID_WPC=0;
		  end
		else if(IFID_en)begin
		  IFID_rs=instr[25:21];
		  IFID_rt=instr[20:16];
		  IFID_rd=instr[15:11];
		  IFID_imm=instr[15:0];
		  IFID_pc4=npc;
		  IFID_instr=instr;
		  IFID_WPC=PC;
		  end
		end
endmodule
module Wall_IDEX(clk,reset,RD1_D,RD2_D,imm32_D,IFID_pc8,IFID_rd,IFID_rs,IFID_rt,IFID_WA,IFID_instr,RD1_E,RD2_E,IDEX_imm32,IDEX_rd,IDEX_rs,IDEX_rt,IDEX_WA,IDEX_pc8,IDEX_instr,IFID_WPC,IDEX_WPC
    );
	 input clk;
	 input reset;
	 input [31:0] RD1_D;
	 input [31:0] RD2_D;
	 input [31:0] imm32_D;
	 input [31:0] IFID_pc8;
	 input [4:0] IFID_rd;
	 input [4:0] IFID_rs;
	 input [4:0] IFID_rt;
	 input [4:0] IFID_WA;
	 input [31:0] IFID_instr;
	 input [31:0] IFID_WPC;
	 output reg [31:0] RD1_E;
	 output reg [31:0] RD2_E;
	 output reg [31:0] IDEX_imm32;
	 output reg [4:0] IDEX_rd;
	 output reg [4:0] IDEX_rs;
	 output reg [4:0] IDEX_rt;
	 output reg [4:0] IDEX_WA;
	 output reg [31:0] IDEX_pc8;
	 output reg [31:0] IDEX_instr;
	 output reg [31:0] IDEX_WPC;
	 always @(posedge clk)begin
	   if(reset)begin
	     RD1_E=0;
		  RD2_E=0;
		  IDEX_imm32=0;
		  IDEX_rd=0;
		  IDEX_rs=0;
		  IDEX_rt=0;
		  IDEX_WA=0;
		  IDEX_pc8=0;
		  IDEX_instr=0;
		  IDEX_WPC=0;
		  end
		else begin
	     RD1_E=RD1_D;
		  RD2_E=RD2_D;
		  IDEX_imm32=imm32_D;
		  IDEX_rd=IFID_rd;
		  IDEX_rs=IFID_rs;
		  IDEX_rt=IFID_rt;
		  IDEX_WA=IFID_WA;
		  IDEX_pc8=IFID_pc8;
		  IDEX_instr=IFID_instr;
		  IDEX_WPC=IFID_WPC;
		  end
		end
endmodule
module Wall_EXMEM(clk,reset,RD2_new,IDEX_pc8,IDEX_WA,IDEX_instr,ALUout_E,EXMEM_RD2_new,EXMEM_pc8,EXMEM_WA,EXMEM_ALUout,EXMEM_instr,IDEX_WPC,EXMEM_WPC,EXMEM_rt,IDEX_rt
    );
	 input clk;
	 input reset;
	 input [31:0] RD2_new;
	 input [31:0] IDEX_pc8;
	 input [4:0] IDEX_WA;
	 input [31:0] IDEX_instr;
	 input [31:0] ALUout_E;
	 input [31:0] IDEX_WPC;
	 input [4:0] IDEX_rt;
	 output reg [31:0] EXMEM_RD2_new;
	 output reg [31:0] EXMEM_pc8;
	 output reg [4:0] EXMEM_WA;
	 output reg [31:0] EXMEM_ALUout;
	 output reg [31:0] EXMEM_instr;
	 output reg [31:0] EXMEM_WPC;
	 output reg [4:0] EXMEM_rt;
	 always @(posedge clk)begin
	   if(reset)begin
	     EXMEM_RD2_new=0;
		  EXMEM_pc8=0;
		  EXMEM_WA=0;
		  EXMEM_ALUout=0;
		  EXMEM_instr=0;
		  EXMEM_WPC=0;
		  EXMEM_rt=0;
		  end
		else begin
	     EXMEM_RD2_new=RD2_new;
		  EXMEM_pc8=IDEX_pc8;
		  EXMEM_WA=IDEX_WA;
		  EXMEM_ALUout=ALUout_E;
		  EXMEM_instr=IDEX_instr;
		  EXMEM_WPC=IDEX_WPC;
		  EXMEM_rt=IDEX_rt;
		  end
		end
endmodule
module Wall_MEMWB(clk,reset,DMout_M,EXMEM_pc8,EXMEM_WA,EXMEM_instr,EXMEM_ALUout,MEMWB_DMout,MEMWB_pc8,MEMWB_WA,MEMWB_ALUout,MEMWB_instr,EXMEM_WPC,MEMWB_WPC
    );
	 input clk;
	 input reset;
	 input [31:0] DMout_M;
	 input [31:0] EXMEM_pc8;
	 input [4:0] EXMEM_WA;
	 input [31:0] EXMEM_instr;
	 input [31:0] EXMEM_ALUout;
	 input [31:0] EXMEM_WPC;
	 output reg [31:0] MEMWB_DMout;
	 output reg [31:0] MEMWB_pc8;
	 output reg [4:0] MEMWB_WA;
	 output reg [31:0] MEMWB_ALUout;
	 output reg [31:0] MEMWB_instr;
	 output reg [31:0] MEMWB_WPC;
	 always @(posedge clk)begin
	   if(reset)begin
	     MEMWB_DMout=0;
		  MEMWB_pc8=0;
		  MEMWB_WA=0;
		  MEMWB_ALUout=0;
		  MEMWB_instr=0;
		  MEMWB_WPC=0;
		  end
		else begin
	     MEMWB_DMout=DMout_M;
		  MEMWB_pc8=EXMEM_pc8;
		  MEMWB_WA=EXMEM_WA;
		  MEMWB_ALUout=EXMEM_ALUout;
		  MEMWB_instr=EXMEM_instr;
		  MEMWB_WPC=EXMEM_WPC;
		  end
		end
endmodule
```
`/design/flow/run.sh`:
```
#!/bin/bash
# OpenROAD 26Q1-2900-gdf79404cd8, Yosys 0.63+post, stock flow scripts
make -C /OpenROAD-flow-scripts/flow DESIGN_CONFIG=/design/flow/config.mk WORK_HOME=/design/flow/orfs finish
```
`/design/flow/config.mk`:
```
export PLATFORM = sky130hd
export DESIGN_NAME = Wall_IDEX
export DESIGN_NICKNAME = Wall_IDEX
export VERILOG_FILES = /design/flow/design.v
export SDC_FILE = /design/flow/constraint.sdc
export NUM_CORES = 4
export LEC_CHECK = 1
export CORE_AREA = 10 10 247 247
export DIE_AREA = 0 0 257 257
```
`/design/flow/constraint.sdc`:
```
current_design Wall_IDEX

set clk_period 1.0
set clk_io_pct 0.2

create_clock -name clk0 -period $clk_period [get_ports {clk}]

set non_clock_inputs [all_inputs -no_clocks]
set_input_delay [expr $clk_period * $clk_io_pct] -clock clk0 $non_clock_inputs
set_output_delay [expr $clk_period * $clk_io_pct] -clock clk0 [all_outputs]
```
==> CHANGELOG.md <==
### Metrics

- Result of the run: finished, violations left
- Violations in the final reports: negative setup slack
- Met3 wirelength from detailed routing: 3470 um
- XORs/XNORs by Area: 0%
- Die Footprint: 66000 um^2
- Switching power: 4.25 mW
- Sw frac: between 20% and 30%
- Post-DP HPWL: around 20000 um
- Total I/O pin count: between 400 and 500
- Slew Limit Headroom: a little over four fifths
- Sum of buffers and inverters on the critical path: 1
- Die Wd: about 260 um
- Remaining number of nets flagged by the antenna check after routing: 0
- DRC violation count after routing: 0
- Chip area from the yosys synthesis statistics: about 5700 um^2
- Delay of the slowest critical-path stage: roughly 0.41 ns
- Number of buffers created by CTS: 25
- Overall via count from detail_route: approximately 4700
- Placer's final routability congestion estimate: between 0.8 and 0.9
- Diodes inserted: 0
- Length of the first detailed-routing pass in iterations: 3
- Average detailed-routed wire length per instance: around 15 um
- FFs w/ async S/R, synth: 0%
- Leading post-synthesis cells by instance count: sky130_fd_sc_hd__dfxtp_1 (212), sky130_fd_sc_hd__nor2b_1 (212), sky130_fd_sc_hd__buf_2 (20), sky130_fd_sc_hd__clkbuf_1 (3)
- Clock tree from TritonCTS: done
- Gr usage total: roughly 7.1%
- Syn avg cell area: ~13 um^2
- Cell types occupying the most area after synthesis: sky130_fd_sc_hd__dfxtp_1 (75%), sky130_fd_sc_hd__nor2b_1 (23%), sky130_fd_sc_hd__buf_2 (1.8%)
- Drt via density: ~2.8
- FMAX: just under 800 MHz
- Layout Utilization: 20.0%
- Clk buf depth: 3
- Routed metal-1 wirelength: 9370 um
- Ordered cell list for the critical path: buf_6
- Total internal power: between 15 and 20 mW
- Root buffer cell: sky130_fd_sc_hd__clkbuf_16
- Worst endpoint data arrival time: between 1 and 1.5 ns
- Remaining global-route overflow: 0
- Post-synthesis share of cell area spent on and-or and or-and gates: 0%
- Post-synth top area cell: sky130_fd_sc_hd__dfxtp_1
- Number of cells produced by synthesis: approximately 450
- Dominant synthesized flop cell: sky130_fd_sc_hd__dfxtp_1
- Fraction of power consumed by the clock network: a little under half
- Top area contributor share: between 70% and 80%
- Power density cells: 1820 nW/um^2
- Nature of the critical path startpoint: register
- Hold wc startpoint: IFID_pc8[25]
- Leakage dissipation: 4.73 nW
- Via count of the first global-routing pass: ~5000
- Number of antenna violations at the first check in global routing: 6
- Area fraction in full adders, half adders and majority gates: 0%
- Maximum number of pins on one net before global-route repair: ~60
- Post-placement cell count: ~1600
- Synthesized cell area: around 5700 um^2
- Layout area overhead: 95.0%
- Total Wirelength: roughly 24000 um
- Yosys reg bits: around 210
- Floorplan core area: ~55000 um^2
- CTS HTree Levels: 1
- Crit. Startpoint: IDEX_instr[2]$_SDFF_PP0_
- Die Height: about 260 um
- Fraction of layout instances using a drive strength above 1: a little over a third
- Sequential Power Share: around 45%
- Max Cap Viol: 0
- Endpoint required time on the critical path: 0.80 ns
- Number of synthesis warnings: 1
- Wire length of the first global-routing pass: 34600 um
- Sequential area share after synthesis: between 70 and 80%
- Dominant kind of combinational cell: simple AND/OR/NAND/NOR gates
- Setup-failing EPs final: 212
- Length of routed met2 wiring: approximately 11000 um
- Minimum clock period after layout: between 1 and 1.5 ns
- Critical path capture point type: output port
- Post-synth tally of flip-flops with integrated enable: 0
- Worst Setup Path Type: reg2out
- Transition time of the tightest slew-check pin: approximately 0.24 ns
- Critical-path cell with the highest stage delay: sky130_fd_sc_hd__dfxtp_4
- Number of cell instances after yosys synthesis: 447
- Final worst hold slack: ~0.19 ns
- Period Utilization, post-route: 128%
- Final Instance Count excl. Fillers: between 1500 and 2000
- Pre-Place Util: about a tenth
- Clock Pin Slew Worst Setup and Hold Paths: ~0.060 ns
- Family with the most delay on the worst path: flip-flops
- Worst hold-check path type: in2reg
- Worst-case setup margin in the final layout: -0.275 ns
- Max FO, Critical Path: 1
- Port Buffers: roughly 430
- Cell Type Count: 4
- Max-slew violation count: 0
- Multiplexer fraction of the synthesized cell area: 0%
- Number of hold violations in the final report: 0
- Setup repair after global routing missed its margin: yes
- Uppermost signal routing layer after detailed routing: met5
- Postcts setup bufs: 0
- Clk sink count: approximately 210
- Post-Synth Simple-Gate Area: between 20% and 30%
- Logic gate share of total power: about a tenth
- Max rail drop VDD: approximately 1200 uV
- Tool warnings: 27
- Number of cell rows: approximately 86
- DRC violation total after the first TritonRoute iteration: roughly 64
## cell type report
cell class	count	area (um^2)
multi-input cells	212	1330
well taps	748	936
flip-flops and latches	212	4330
clock inverters	11	141
repair buffers	457	3650
clock buffers	33	696
fillers	6131	44200
## worst paths after layout
| kind | end | slack (ns) | cells past startpoint |
|---|---|---|---|
| max | IDEX_instr[2] | -0.28 | 1 |
| min | IDEX_pc8[25]$_SDFF_PP0_ | 0.19 | 2 |
## cells by family after synthesis
family | count (synthesis)
simple gates | 212
buf+inv | 23
flops | 212
## state kept, by name, indices dropped and copies added (netlist names)
| name | flops |
|---|---|
| IDEX_WA | 5 |
| IDEX_WPC | 32 |
| IDEX_imm32 | 32 |
| IDEX_instr | 32 |
| IDEX_pc8 | 32 |
| IDEX_rd | 5 |
| IDEX_rs | 5 |
| IDEX_rt | 5 |
| RD1_E | 32 |
| RD2_E | 32 |
## power groups by stage
stage / clock network (mW) / logic [mW] / registers [mW]
4_1_cts: 9.70 / 1.88 / 9.06
5_1_grt: 9.96 / 2.07 / 9.10
6_report: 9.24 / 1.88 / 9.06
## repair_timing
item | in CTS | in global routing
endpoints found under the setup margin | 212 | 274
hold buffers | 1 | 0
endpoints found under the hold margin | 1 | 0
resized | 757 | 25
gates cloned | 0 | 2
## metrics by stage
step           instance area [um^2]  setup TNS, ns  setup slack (ns)  total power [mW]
6_report                      11100         -31.82            -0.275              20.2
5_1_grt                       11100         -43.72            -0.337              21.1
4_1_cts                       10900         -43.60            -0.345              20.6
3_5_place_dp                  11000          -3.06            -0.359              11.5
3_3_place_gp                  11000          -2.95            -0.365              11.5
2_1_floorplan                  5680              0             0.308              9.46
## layout by cell type, fill, tap and decap left out
cell type / n
sky130_fd_sc_hd__dlygate4sd3_1: 1
sky130_fd_sc_hd__clkbuf_1: 4
sky130_fd_sc_hd__dfxtp_2: 41
sky130_fd_sc_hd__clkinv_4: 1
sky130_fd_sc_hd__clkdlybuf4s50_1: 212
sky130_fd_sc_hd__buf_16: 2
sky130_fd_sc_hd__buf_4: 24
sky130_fd_sc_hd__buf_2: 194
sky130_fd_sc_hd__clkbuf_8: 4
sky130_fd_sc_hd__clkinv_2: 5
sky130_fd_sc_hd__dfxtp_1: 163
sky130_fd_sc_hd__bufinv_16: 3
sky130_fd_sc_hd__nor2b_1: 212
sky130_fd_sc_hd__dfxtp_4: 8
sky130_fd_sc_hd__clkbuf_16: 27
sky130_fd_sc_hd__buf_12: 2
sky130_fd_sc_hd__buf_6: 20
sky130_fd_sc_hd__inv_6: 2
## metal layers
metal,vias to the layer above,global-route usage [%]
met5,-,0
met4,12,2.20
met3,44,4.49
met2,308,10.8
met1,2093,8.04
li1,2264,-
No activity file was given, so power comes from the tool's default toggle rates.
